`design/flow/run.sh`:
```
#!/bin/bash
# OpenROAD 26Q1-2900-gdf79404cd8, Yosys 0.63+post, stock flow scripts
make -C /OpenROAD-flow-scripts/flow DESIGN_CONFIG=/design/flow/config.mk WORK_HOME=/design/flow/orfs finish
```
`design/flow/config.mk`:
```
export PLATFORM = sky130hd
export DESIGN_NAME = StepMotorDriver
export DESIGN_NICKNAME = StepMotorDriver
export VERILOG_FILES = /design/flow/design.v
export SDC_FILE = /design/flow/constraint.sdc
export NUM_CORES = 4
export LEC_CHECK = 1
export CORE_UTILIZATION = 30
```
`design/flow/constraint.sdc`:
```
current_design StepMotorDriver

set clk_period 4.1
set clk_io_pct 0.2

create_clock -name clk0 -period $clk_period [get_ports {clk}]

set non_clock_inputs [all_inputs -no_clocks]
set_input_delay [expr $clk_period * $clk_io_pct] -clock clk0 $non_clock_inputs
set_output_delay [expr $clk_period * $clk_io_pct] -clock clk0 [all_outputs]
```
`design/flow/design.v`:
```
`timescale 1ns / 1ps
module StepMotorDriver(
	input clk,
	input cr,
	input M,
	output reg a,b,c
    );
	wire clk_low;
	reg [2:0] current_status,next_status;
	parameter s0=3'b100,s1=3'b110,s2=3'b010,s3=3'b011,s4=3'b001,s5=3'b101,s6=3'b000,s7=3'b111;
	Divider D1(clk,cr,clk_low);
	always@(posedge clk_low or negedge cr)
	begin
		if(~cr)
			current_status<=s0;
		else
			current_status<=next_status;
	end
	always@(current_status or M)
	begin
		case(current_status)
		s0:begin 
			a=1;b=0;c=0;
			next_status =(M==1)?s5:s1;
			end
		s1:begin
			a=1;b=1;c=0;
			next_status =(M==1)?s0:s2;
			end
		s2:begin 
			a=0;b=1;c=0;
			next_status =(M==1)?s1:s3;
			end
		s3:begin
			a=0;b=1;c=1;
			next_status =(M==1)?s2:s4;
			end
		s4:begin
			a=0;b=0;c=1;
			next_status =(M==1)?s3:s5;
			end
		s5:begin
			a=1;b=0;c=1;
			next_status =(M==1)?s4:s0;
			end
		s6:begin
			a=0;b=0;c=0;
			next_status =s0;
			end
		s7:begin
			a=0;b=0;c=0;
			next_status =s0;
			end
		default:begin
			a=0;b=0;c=0;
			next_status =s0;			
			end
		endcase
	end
endmodule
module Divider(
	input clk_high,
	input cr,
	output reg clk_low
	);
	reg [32:0] count;
	parameter CLK_GET=50000000;
	initial clk_low=0;
	always@(posedge clk_high or negedge cr)
	begin
		if(~cr)
		begin
			count <= 0;
			clk_low <= 0;
		end
		else if(count < CLK_GET)
			count <= count+1'b1;
		else 
		begin
			count <= 0;
			clk_low <= ~clk_low;
		end
	end
endmodule
```
==> impl_metrics.prom <==
# HELP chip_impl_metric Synthesis and place-and-route metrics
# TYPE chip_impl_metric gauge
chip_impl_info{name="yosys.area.top_type",value="sky130_fd_sc_hd__dfrtp_1"} 1
chip_impl_metric{name="timing.final.setup_violations",unit=""} 0
chip_impl_metric{name="via_count",unit=""} 1284
chip_impl_metric{name="worst-r2r-cell-count",unit=""} 5
chip_impl_metric{name="wl",unit="um"} 3100
chip_impl_metric{name="num_rows",unit=""} 28
chip_impl_metric{name="netlist-cell-type-count",unit=""} 34
chip_impl_metric{name="timing.slew.headroom",unit="%"} 64.5
chip_impl_metric{name="ioPinCount",unit=""} 6
chip_impl_metric{name="yosys_warnings",unit=""} 2
chip_impl_metric{name="globalplace.congestion",unit=""} 0.807
chip_impl_info{name="criticalPathCategory",value="reg -> reg"} 1
chip_impl_metric{name="cap_violations",unit=""} 0
chip_impl_metric{name="worst_path_largest_cell_delay",unit="ns"} 0.42
chip_impl_metric{name="placed_area",unit="mm^2"} 0.00198
chip_impl_metric{name="numCtsBuffers",unit=""} 5
chip_impl_metric{name="first_iter_violations",unit=""} 94
chip_impl_metric{name="synth_area",unit="mm^2"} 0.00184
chip_impl_metric{name="crit_buf_inv",unit=""} 1
chip_impl_metric{name="warning_count",unit=""} 25
chip_impl_metric{name="yosysChipArea",unit="mm^2"} 0.00184
chip_impl_metric{name="clock_insertion_delay_worst_skew",unit="ns"} 0.28
chip_impl_metric{name="ant_nets",unit=""} 0
chip_impl_metric{name="syn_avg_cell_area",unit="um^2"} 10.3
chip_impl_metric{name="synth-seq-cells",unit=""} 40
chip_impl_metric{name="post_route_cells_drive_above_1_share",unit="%"} 11.5
chip_impl_metric{name="number_of_vias_per_cell_after_detailed_routing",unit=""} 4.81
chip_impl_metric{name="unclocked_regs",unit=""} 6
chip_impl_metric{name="synth_sequential_area_ratio",unit="%"} 54.4
chip_impl_metric{name="final.setup.tns",unit="ns"} 0
chip_impl_info{name="slowest_stage",value="sky130_fd_sc_hd__dfrtp_1"} 1
chip_impl_info{name="worstHoldPathType",value="reg -> reg"} 1
chip_impl_info{name="cts.root.buffer_cell",value="sky130_fd_sc_hd__clkbuf_8"} 1
chip_impl_info{name="critPathLaunchType",value="flip-flop"} 1
chip_impl_metric{name="timing_max_transition_violations_final",unit=""} 0
chip_impl_metric{name="cp_num_cells",unit=""} 5
chip_impl_metric{name="finalInstanceArea",unit="mm^2"} 0.00207
chip_impl_metric{name="clk_path_buf_depth",unit=""} 2
chip_impl_metric{name="report.final.hold_viol_count",unit=""} 0
chip_impl_metric{name="cts.clk_slew.worst_paths",unit="ns"} 0.07
chip_impl_metric{name="antenna_found_initial",unit=""} 0
chip_impl_info{name="worst_setup_path_end_kind",value="flip-flop"} 1
chip_impl_info{name="layout_top_cells_excl_fill_tap",value="39 x sky130_fd_sc_hd__dfrtp_1, 14 x sky130_fd_sc_hd__nor2_1, 13 x sky130_fd_sc_hd__nand2_1, 13 x sky130_fd_sc_hd__a21oi_1, 10 x sky130_fd_sc_hd__nand3_1"} 1
chip_impl_metric{name="worst_margin_pin_slew",unit="ns"} 0.528
chip_impl_metric{name="die.size.y",unit="um"} 80.4
chip_impl_metric{name="post_drt_wl_per_cell",unit="um"} 11.6
chip_impl_metric{name="post-route-min-period",unit="ns"} 1.94
chip_impl_metric{name="worst_ep_required_time",unit="ns"} 4.31
chip_impl_metric{name="grt_pass1_vias",unit=""} 1172
chip_impl_metric{name="dpl.hpwl",unit="um"} 2060
chip_impl_info{name="path_cells",value="nand4_2, a221oi_1, a211o_1, buf_4, xor2_1"} 1
chip_impl_metric{name="yosys-stat-cells",unit=""} 179
chip_impl_metric{name="drtPass1Iterations",unit=""} 6
chip_impl_metric{name="fin_crit_sh",unit="%"} 47.2
chip_impl_metric{name="untimed_endpoints",unit=""} 9
chip_impl_metric{name="syn_inst",unit=""} 179
chip_impl_metric{name="top_cell_area_share",unit="%"} 53.0
chip_impl_metric{name="pwr_density_cell",unit="mW/mm^2"} 302
chip_impl_metric{name="drt_drc_violations_left",unit=""} 0
chip_impl_metric{name="hold_path_depth",unit=""} 1
chip_impl_metric{name="cts_setup_buffers",unit=""} 0
chip_impl_metric{name="wire_length_of_the_first_global_routing_pass",unit="um"} 5490
chip_impl_metric{name="skew",unit="ns"} 0.00386
chip_impl_info{name="yosys-top-cells-area",value="sky130_fd_sc_hd__dfrtp_1 53%, sky130_fd_sc_hd__mux2_2 3.7%, sky130_fd_sc_hd__a21oi_1 3.5%"} 1
chip_impl_metric{name="fp.dieW",unit="um"} 80.4
chip_impl_info{name="run_status",value="completed"} 1
chip_impl_metric{name="power.leakage",unit="uW"} 0.000813
chip_impl_metric{name="area_growth",unit="%"} 12.4
chip_impl_metric{name="grt_start_max_net_pins",unit=""} 41
chip_impl_info{name="yosys_most_used_dff",value="sky130_fd_sc_hd__dfrtp_1"} 1
chip_impl_metric{name="grt-ovfl-total",unit=""} 0
chip_impl_info{name="tritoncts_clock_tree",value="yes"} 1
chip_impl_metric{name="insertedDiodeCount",unit=""} 0
chip_impl_metric{name="irDropWorstVdd",unit="uV"} 237
chip_impl_metric{name="asyncSetResetFlopFracSynth",unit="%"} 100
chip_impl_metric{name="cp.arrival",unit="ns"} 2.14
chip_impl_info{name="lay_top_count",value="sky130_fd_sc_hd__dfrtp_1"} 1
chip_impl_metric{name="hold_buf_count_cts",unit=""} 0
chip_impl_metric{name="fmax_achieved",unit="GHz"} 0.516
chip_impl_metric{name="post_cts.resized_instances",unit=""} 0
chip_impl_metric{name="die-area",unit="mm^2"} 0.00646
chip_impl_metric{name="placeableCoreArea",unit="mm^2"} 0.00592
chip_impl_metric{name="fill_cells",unit=""} 591
chip_impl_info{name="unrepaired_setup_endpoints_after_global_routing",value="false"} 1
chip_impl_metric{name="cts-htree-levels",unit=""} 2
chip_impl_metric{name="critical_path_peak_fanout",unit=""} 16
chip_impl_metric{name="grt_use_total",unit="%"} 10.9
chip_impl_metric{name="initial_core_util",unit="%"} 31.1
chip_impl_metric{name="enable_flop_cells",unit=""} 0
chip_impl_metric{name="io_buffers",unit=""} 5
chip_impl_info{name="cp_top_family",value="AND-OR/OR-AND gates"} 1
worst paths after layout:
kind / from / to / slack (ns)
setup / recovery: D1.count[12]$_DFF_PN0_ / D1.clk_low$_DFFE_PN0P_ / 2.16
hold / removal: D1.count[0]$_DFF_PN0_ / D1.count[0]$_DFF_PN0_ / 0.47
setup reg to reg: D1.count[12]$_DFF_PN0_ / D1.clk_low$_DFFE_PN0P_ / 2.16
hold reg to reg: D1.count[0]$_DFF_PN0_ / D1.count[0]$_DFF_PN0_ / 0.47
max in group asynchronous: cr / D1.count[11]$_DFF_PN0_ / 3.17
min in group asynchronous: cr / D1.count[28]$_DFF_PN0_ / 0.59
layout make-up:
class	instances	area (um^2)	area share, %
multi-input combinational	133	808	39.0
sequential	40	1000	48.4
tap	75	93.8	4.53
timing repair buffer	7	60.1	2.90
clock buffer	7	86.3	4.17
inverter	4	15.0	0.725
clock inverter	1	5.00	0.242
power by group:
group	internal (uW)	total [uW]	switching (uW)
Sequential	357	363	5.60
Combinational	4.11	14.4	10.3
Clock	135	248	113
layer usage:
metal | wire length [um] | GRT usage (%) | vias to the layer above | part of all wire [%]
li1 | - | - | 661 | -
met1 | 1660 | 17.6 | 603 | 53
met2 | 1290 | 16.2 | 16 | 42
met3 | 124 | 1.85 | 4 | 4.0
met4 | 25 | 1.25 | 0 | 0.81
met5 | 0 | 0 | - | 0
per-stage QoR:
step	hold slack, ns	power, uW	worst slack (ns)	util, %	instances
3_3_place_gp	0.480	384	2.22	33.4	259
5_1_grt	0.516	652	2.01	35.0	267
6_report	0.474	625	2.16	35.0	267
4_1_cts	0.480	637	2.18	35.0	267
2_1_floorplan	0.448	372	2.31	-	185
3_5_place_dp	0.472	385	2.19	33.4	259
registers in the layout, summed over array words and instances (netlist names):
name            flops
D1.clk_low          1
D1.count           33
current_status      6
cell families (layout without fill, tap and decap cells):
| family | after synthesis | after routing | synth area share (%) |
|---|---|---|---|
| DFF | 40 | 40 | 54.4 |
| buffers and inverters | 12 | 19 | 2.92 |
| xor gates and xnor gates | 12 | 12 | 5.71 |
| adders and majority gates | 1 | 1 | 0.679 |
| AOI/OAI and AO/OA | 29 | 29 | 9.10 |
| other | 1 | 7 | 0.204 |
| muxes | 6 | 6 | 3.67 |
| and+or+nand+nor | 78 | 78 | 23.3 |
cells in the mapped netlist, types with 6 or more instances:
| cell | count |
|---|---|
| sky130_fd_sc_hd__clkbuf_1 | 6 |
| sky130_fd_sc_hd__nor2_1 | 14 |
| sky130_fd_sc_hd__and3_1 | 6 |
| sky130_fd_sc_hd__mux2_2 | 6 |
| sky130_fd_sc_hd__nand3_1 | 10 |
| sky130_fd_sc_hd__nor3_1 | 6 |
| sky130_fd_sc_hd__xor2_1 | 7 |
| sky130_fd_sc_hd__o21ai_0 | 9 |
| sky130_fd_sc_hd__nand4_1 | 6 |
| sky130_fd_sc_hd__a21oi_1 | 13 |
| sky130_fd_sc_hd__dfrtp_1 | 39 |
| sky130_fd_sc_hd__nand2_1 | 13 |
Power is estimated from default activity; no workload was simulated.
