==> ./design.v <==
`timescale 1ns / 1ps
module AlarmSet(
    input clk,
    input cr,
    input en,
    input [1:0] alarm_set_select,
    input set_confirm,
    output [7:0] hour,
    output [7:0] minute
    );
    wire minute_en,hour_en,up_tmp;
    assign minute_en=en&(set_confirm&(alarm_set_select==2'b01));
    assign hour_en=en&(set_confirm&(alarm_set_select==2'b10));
    counter60 aminute(clk,cr,minute_en,up_tmp,minute);
    counter24 ahour(clk,cr,hour_en,hour);
endmodule
`timescale 1ns / 1ps
module BCD7SEG(
    input [3:0] bcd,
    output reg [6:0] seg
    );
    always@(bcd)
        case(bcd)
            4'b0000:seg <= 7'b000_0001;
            4'b0001:seg <= 7'b100_1111;
            4'b0010:seg <= 7'b001_0010;
            4'b0011:seg <= 7'b000_0110;
            4'b0100:seg <= 7'b100_1100;
            4'b0101:seg <= 7'b010_0100;
            4'b0110:seg <= 7'b010_0000;
            4'b0111:seg <= 7'b000_1111;
            4'b1000:seg <= 7'b000_0000;
            4'b1001:seg <= 7'b000_0100;
            default:seg <= 7'b011_0000;
        endcase
endmodule
`timescale 1ns / 1ps
module BCDCounterx10(
    input clk,
    input cr,
    input en,
    output up_signal,
    output reg [3:0] bcd10
    );
    assign up_signal=(bcd10==9)?1'b1:1'b0;
	 initial
	 bcd10=4'b0000;
    always@(posedge clk or negedge cr)
        if(!cr)
            bcd10 <= 0;
        else if(en)
            if(bcd10!=9)
                bcd10<=bcd10+1'b1;
            else
                bcd10<=0;
        else
            bcd10<=bcd10;
endmodule
`timescale 1ns / 1ps
module BCDCounterx6(
    input clk,
    input cr,
    input en,
    output up_signal,
    output reg [3:0] bcd6
    );
    assign up_signal=(bcd6==5)?1'b1:1'b0;
	 initial
	 bcd6=4'b0000;
    always@(posedge clk or negedge cr)
        if(!cr)
            bcd6 <= 4'b0000;
            else if(en)
                if(bcd6!=5)
                    bcd6<=bcd6+1'b1;
                else
                    bcd6<=0;
            else
                bcd6<=bcd6;
endmodule
`timescale 1ns / 1ps
module ClkDivider(
    input clk_50m,
    input cr,
    output reg clk_1hz,
    output reg clk_2hz,
    output reg clk_1k
    );
    reg [32:0] count1k;
    reg [32:0] count1hz;
    reg [32:0] count2hz;
initial count1k=0;
always@(posedge clk_50m or negedge cr)
    if(!cr)
    begin 
        count1k <= 0;
        clk_1k <= 1'b0;
    end
    else
    begin
		  if(count1k==16'd24999999)
        begin
            count1k<=0;
            clk_1k<=~clk_1k;
        end
        else
            count1k<=count1k+1'b1;
    end
initial count1hz=0;
always@(posedge clk_50m or negedge cr)
    if(!cr)
    begin 
        count1hz <= 0;
        clk_1hz <= 1'b0;
    end
    else
    begin
        if(count1hz==32'd24999999)
        begin
            count1hz<=0;
            clk_1hz<=~clk_1hz;
        end
        else
            count1hz<=count1hz+1'b1;
    end  
initial count2hz=0;
always@(posedge clk_50m or negedge cr)
    if(!cr)
    begin 
        count2hz <= 0;
        clk_2hz <= 1'b0;
    end
    else
    begin
        if(count2hz==32'd12499999)
        begin
            count2hz<=0;
            clk_2hz<=~clk_2hz;
        end
        else
            count2hz<=count2hz+1'b1;
    end  
endmodule
`timescale 1ns / 1ps
module ClockAlarm(
    input clk_1hz,
    input clk_2hz,
    input cr,
    input en,
    input [1:0] alarm_set_select,
    input set_confirm,
    input [7:0] clock_hour,clock_minute,
    output [7:0] alarm_hour,alarm_minute,
    output alarm
    );
    wire eq;
    assign eq=(clock_hour==alarm_hour)&(clock_minute==alarm_minute);
    assign alarm=clk_2hz&eq;
    AlarmSet calarm(clk_1hz,cr,en,alarm_set_select,set_confirm,alarm_hour,alarm_minute);
endmodule
`timescale 1ns / 1ps
module ClockAndSet(
    input clk,
    input cr,
    input [1:0] clock_set_select,
    input set_confirm,
    output [7:0] hour,minute,second
    );
    wire minute_en,hour_en,up_minute,up_second,second_set;
    assign minute_en =up_second&(clock_set_select!=2'b01)|(set_confirm&(clock_set_select==2'b10));
    assign hour_en=(up_minute&up_second&(clock_set_select!=2'b10))|(set_confirm&(clock_set_select==2'b11));
    assign second_set=~((clock_set_select==2'b01)&&set_confirm);
    counter60 csecond(clk,cr&second_set,1'b1,up_second,second);
    counter60 cminute(clk,cr,minute_en,up_minute,minute);
    counter24 chour(clk,cr,hour_en,hour);
endmodule
`timescale 1ns / 1ps
module CloclSystem(
    input clk_50m,
	input cr,
	input en,
	input [1:0] clock_set_select,alarm_set_select,
    input alarm_and_ratio_en,
    input confirm,
	input day_set,
    output alarm,
    output is_pm,
    output [6:0] seg,
    output [7:0] pos,
	 output [7:0] output_second
    );
	 wire [6:0] seg_tmp;
	 wire [7:0] pos_tmp;
	 wire alarm_en,ratio_en;
    wire clk_1hz,clk_2hz,clk_1k,hour_alarm,clock_alarm,is_alarm_set_mode;
    wire [7:0] clock_hour,clock_minute,clock_second;
    wire [7:0] alarm_hour,alarm_minute;
    wire [7:0] output_hour,output_minute; 
	 wire [7:0] output_hour_day;
	 assign alarm_en=alarm_and_ratio_en;
	 assign ratio_en=alarm_and_ratio_en;
    assign alarm = ((hour_alarm&ratio_en)|(clock_alarm&alarm_en))&(clock_set_select==2'b00)&(alarm_set_select==2'b00);
    assign is_alarm_set_mode = (alarm_set_select==2'b01)||(alarm_set_select==2'b10);
    assign {output_hour,output_minute,output_second}=is_alarm_set_mode?{alarm_hour,alarm_minute,8'b0000_0000}:{clock_hour,clock_minute,clock_second};
	 assign seg=(cr==1)?seg_tmp:0;
	 assign pos=(cr==1)?pos_tmp:0;
    ClkDivider udiv(clk_50m,cr,clk_1hz,clk_2hz,clk_1k);
    ClockAndSet uclock(clk_1hz,cr,clock_set_select,confirm,clock_hour,clock_minute,clock_second);
    ClockAlarm ualarm(clk_1hz,clk_2hz,cr,en,alarm_set_select,confirm,clock_hour,clock_minute,alarm_hour,alarm_minute,clock_alarm);
    Day24or12 udaysel(output_hour,day_set,is_pm,output_hour_day);
    HourAlarm uration(clock_hour,clock_minute,clock_second,clk_1hz,cr,en,day_set,hour_alarm);
    DigitalScan uscan(clk_1k,cr,en,output_second[3:0],output_second[7:4],output_minute[3:0],output_minute[7:4],output_hour_day[3:0],output_hour_day[7:4],seg_tmp,pos_tmp);
endmodule
`timescale 1ns / 1ps
module Day24or12(
    input [7:0] hour,
    input day_set,
    output pm_or_am,
    output [7:0] hour_out
    );
    wire modify,borr,mid_night,noon;
    wire [7:0] hour_tmp,hour_out_tmp;
    assign noon=(hour==8'h12);
    assign modify=(hour[7:4]>1)||((hour[7:4]==1))&&(hour[3:0]>2);
    assign borr=(hour[3:0]<2)?1:0;
    assign hour_tmp[3:0]=borr?(hour[3:0]+4'b1010-4'b0010):(hour[3:0]-4'b0010);
    assign hour_tmp[7:4]=borr?(hour[7:4]-4'b0010):(hour[7:4]-4'b0001);
    assign mid_night= (hour==8'h00);
    assign hour_out_tmp=(modify&day_set)?hour_tmp:hour;
    assign hour_out=(mid_night&day_set)?8'h12:hour_out_tmp;
    assign pm_or_am=(modify|noon)&day_set;
endmodule
`timescale 1ns / 1ps
module DigitalScan(
    input clk,
    input cr,
    input en,
    input [3:0] bcd0,
    input [3:0] bcd1,
    input [3:0] bcd2,
    input [3:0] bcd3,
    input [3:0] bcd4,
    input [3:0] bcd5,
    output [6:0] seg,
    output [7:0] pos
    );
    wire up;
    wire [3:0] bcd_select,bcd_data;
    BCDCounterx6 ucount(clk,cr,en,up,bcd_select);
    Mix6to1 umix(bcd_select,bcd0,bcd1,bcd2,bcd3,bcd4,bcd5,bcd_data);
    PoseDecode upos(bcd_select,pos);
    BCD7SEG useg(bcd_data,seg);
endmodule
`timescale 1ns / 1ps
module HourAlarm(
    input [7:0] hour,minute,second,
    input clk_1hz,
    input cr,
    input en,
    input day_set,
    output hour_alarm
    );
    wire modify,borr,mid_night;
    wire [7:0] hour_tmp,hour_out_tmp;
    reg [7:0] last;
    reg blink_en;
    assign modify=(hour[7:4]>1)||((hour[7:4]==1))&&(hour[3:0]>2);
    assign borr=(hour[3:0]<2)?1:0;
    assign hour_tmp[3:0]=borr?(hour[3:0]+4'b1010-4'b0010):(hour[3:0]-4'b0010);
    assign hour_tmp[7:4]=borr?(hour[7:4]-4'b0010):(hour[7:4]-4'b0001);
    assign mid_night= (hour==8'h00);
    assign hour_out_tmp=(mid_night&day_set)?8'h12:((modify&day_set)?hour_tmp:hour);
    assign hour_alarm=en&clk_1hz&blink_en;
	initial 
	begin
	blink_en<=0;
	last<=0;
	end
    always@(posedge clk_1hz or negedge cr)
    if(!cr)
        begin
        last<=0;
        blink_en<=0;
        end
    else if(en)
        if({minute,second}==16'h0000 && hour_out_tmp!=8'h00)
            begin
            last<=hour_out_tmp[3:0]+hour_out_tmp[7:4]*10-1;
            blink_en<=1;
            end
        else if(last==0)
            blink_en<=0;
        else last<=last-1'b1;
    else last<=last;
endmodule
`timescale 1ns / 1ps
module Mix6to1(
    input [3:0] select,
    input [3:0] bcd0,
    input [3:0] bcd1,
    input [3:0] bcd2,
    input [3:0] bcd3,
    input [3:0] bcd4,
    input [3:0] bcd5,
    output reg [3:0] bcd
    );
always@(select,bcd0,bcd1,bcd2,bcd3,bcd4,bcd5)
case(select)
4'b0000:bcd<=bcd0;
4'b0001:bcd<=bcd1;
4'b0010:bcd<=bcd2;
4'b0011:bcd<=bcd3;
4'b0100:bcd<=bcd4;
4'b0101:bcd<=bcd5;
default:bcd<=4'b0000;
endcase
endmodule
`timescale 1ns / 1ps
module PoseDecode(
    input [3:0] bcd_pos,
    output reg [7:0] pos
    );
    always@(bcd_pos)
    case(bcd_pos)
	 4'b0000:pos <= 8'b1111_1110;
    4'b0001:pos <= 8'b1111_1101;
    4'b0010:pos <= 8'b1111_1011;
    4'b0011:pos <= 8'b1111_0111;
	 4'b0100:pos <= 8'b1110_1111;
	 4'b0101:pos <= 8'b1101_1111;
    default:pos <= 8'b1111_1111;
    endcase
endmodule
`timescale 1ns / 1ps
module counter24(
    input clk,
    input cr,
    input en,
    output [7:0]data
    );
    reg [3:0] bcd_hr,bcd_lr;
    assign data[7:4] = bcd_hr;
    assign data[3:0] = bcd_lr;
	 initial
	 begin
	 bcd_hr=4'b0000;
	 bcd_lr=4'b0000;
	 end
    always@(posedge clk or negedge cr)
        if(!cr)
            begin
            bcd_hr<=0;
            bcd_lr<=0;
            end
        else if(en)
            if((bcd_hr==2)&(bcd_lr==3))
                begin
                bcd_hr<=0;
                bcd_lr<=0;
                end
            else if(bcd_lr==9)
                begin
                bcd_hr<=bcd_hr+1'b1;
                bcd_lr<=0;
                end
            else
                bcd_lr<=bcd_lr+1'b1;
endmodule
`timescale 1ns / 1ps
module counter60(
    input clk,
    input cr,
    input en,
    output up_siganl,
    output [7:0] data
    );
    wire bcd_up_l,bcd_up_h;
    assign up_siganl=bcd_up_l&bcd_up_h;
    BCDCounterx10 c10(clk,cr,en,bcd_up_l,data[3:0]);
    BCDCounterx6 c6(clk,cr,bcd_up_l&en,bcd_up_h,data[7:4]);
endmodule
==> ./run.sh <==
#!/bin/bash
# OpenROAD 26Q1-2900-gdf79404cd8, Yosys 0.63+post, stock flow scripts
make -C /OpenROAD-flow-scripts/flow DESIGN_CONFIG=/design/flow/config.mk WORK_HOME=/design/flow/orfs finish
==> ./config.mk <==
export PLATFORM = sky130hd
export DESIGN_NAME = CloclSystem
export DESIGN_NICKNAME = CloclSystem
export VERILOG_FILES = /design/flow/design.v
export SDC_FILE = /design/flow/constraint.sdc
export NUM_CORES = 4
export LEC_CHECK = 1
export CORE_UTILIZATION = 30
==> ./constraint.sdc <==
current_design CloclSystem

set clk_period 12.0
set clk_io_pct 0.2

create_clock -name clk0 -period $clk_period [get_ports {clk_50m}]

set non_clock_inputs [all_inputs -no_clocks]
set_input_delay [expr $clk_period * $clk_io_pct] -clock clk0 $non_clock_inputs
set_output_delay [expr $clk_period * $clk_io_pct] -clock clk0 [all_outputs]
==> out/metrics.csv <==
stage,metric,value,unit
final_timing,"Slew Viols, Final",0,
yosys,yosys synthesis chip area,9590,sq um
pwr,Pleak,4.55,nW
yosys,and+or+nand+nor area frac,22.2,%
global_routing,Total GRT Usage,12.9,%
clock_tree,worst skew pair latency,0.35,ns
placement,port bufs,34,
final_timing,Max Freq,106,MHz
final_timing,Slew HR,45.4,%
final_timing,sum of negative setup slack,0,ns
layout,area grow syn2layout,10.2,%
final_timing,final hold vios,0,
yosys,Netlist Area Pre-Place,9590,sq um
clock_tree,cts repair resizes,0,
yosys,yosys warns,9,
yosys,Yosys Instances,1013,
final_timing,setup repair after global routing missed its margin,no,
outcome,status,finished clean,
placement,GPL Wtd Cong,0.881,
yosys,"Seq share, synth",40.4,%
yosys,Complex Gates by Area,10.4,%
final_timing,count of endpoints without a timing constraint,53,
layout,fin util,33.6,%
critical_path,critical path peak fanout,33,
global_routing,largest net degree at the start of global routing,58,
clock_tree,post-CTS setup buffer count,0,
critical_path,Crit Path Category,primary input to output port,
drt,Starting DRT DRC Count,404,
yosys,yosys xor share,12.2,%
global_routing,Congestion Overflow GR,0,
yosys,Synth flops,155,
global_routing,antenna violations before repair,0,
drt,drt pass-1 iters,6,
critical_path,CP required,9.60,ns
final_timing,worst hold slack,0.466,ns
hold_path,hold crit path type,flop to flop,
final_timing,worst-margin pin slew,0.816,ns
run,tool warnings,44,
critical_path,Crit path largest cell delay,0.52,ns
placement,Place WS,2.62,ns
yosys,Netlist cell types,80,
yosys,syn_area_per_cell,9.47,sq um
drt,Residual DRC,0,
run,MaxCap Viol Count,0,
yosys,ys async rst share,100,%
layout,layout cell share with drive strength beyond 1,6.49,%
final_timing,Final setup viols,0,
critical_path,critical-path cell list,clkdlybuf4s50_1 -> inv_1 -> ha_1 -> buf_4 -> o21ai_0 -> inv_1 -> ha_1 -> o221ai_1 -> a32o_1 -> nand3_1 -> a31oi_1 -> inv_1 -> ha_1 -> nor2_1 -> a32o_1 -> clkdlybuf4s50_1,
clock_tree,clk slew on worst S/H paths,0.07,ns
yosys,dominant register cell,dfrtp_1,
critical_path,critical path arrival,7.00,ns
drt,ANT nets after route,0,
clock_tree,CTS Buffer Depth,2,
clock_tree,CTS HTree Levels,3,
drt,final wirelength,19.9,mm
final_timing,final period utilization,78.3,%
drt,via/cell ratio,4.92,
critical_path,Critical Path Start Type,primary input,
pwr,Peak VDD IR,0.0974,mV
global_routing,global-route wire length before repair,34.5,mm
yosys,adder share,6.42,%
layout,most frequent cells in the layout,"dfrtp_1, nor2_1, nand2_1",
yosys,cells after synthesis,1013,
final_timing,register pins left without a clock,53,
drt,via count,7057,
drt,WL/cell,13.9,um
final_timing,skew final,0.0127,ns
pwr,Design Power,692,uW
clock_tree,hold_buf cts,0,
global_routing,vias in the first global route,6756,
layout,Top cell excl fill/tap,dfrtp_1,
drt,diodes inserted,0,
floorplanning,Die ar.,32700,sq um
floorplanning,core box area,31500,sq um
floorplanning,die width,181,um
floorplanning,std cell rows,65,
floorplanning,Initial Util,30.5,%
critical_path,Crit-path slowest cell,a31oi_1,
clock_tree,Root Driver,clkbuf_16,
floorplanning,num ports,35,
yosys,MUX share of area,4.07,%
final_timing,final worst slack,2.60,ns
yosys,Post-synth EDFFs,0,
clock_tree,CTS Buf Count,9,
yosys,Largest logic family,simple AND/OR/NAND/NOR gates,
layout,Fillers,3173,
final_timing,minimum clock period,9.40,ns
critical_path,crit path capture type,output port,
clock_tree,CTS tree,done,
pwr,Pwr Density,65.5,nW/um^2
placement,hpwl dp,14.5,mm
floorplanning,Die Height,181,um
==> layout make-up <==
| class | count | area [sq um] | area share [%] |
|---|---|---|---|
| Tap cell | 402 | 503 | 4.76 |
| Sequential cell | 155 | 3880 | 36.7 |
| Multi-Input combinational cell | 765 | 5310 | 50.3 |
| Timing Repair Buffer | 40 | 387 | 3.66 |
| Inverter | 56 | 210 | 1.99 |
| Clock inverter | 7 | 55.1 | 0.521 |
| Clock buffer | 9 | 225 | 2.13 |
==> flip-flops by register name (all words and copies together) (netlist names), 8 cells and up <==
signal / count
udiv.count1k: 33
uration.last: 8
udiv.count1hz: 33
udiv.count2hz: 33
==> power breakdown <==
part           internal [mW]  switching, mW
registers              0.343              0
clock network          0.143          0.133
logic                 0.0290         0.0429
total                  0.516          0.176
==> metrics by stage <==
| step | instances | cell area [sq um] |
|---|---|---|
| floorplan | 1013 | 9590 |
| global placement | 1418 | 10300 |
| detailed placement | 1418 | 10300 |
| CTS | 1434 | 10600 |
| global route | 1434 | 10600 |
| finish | 1434 | 10600 |
==> cells by family after synthesis <==
group	count (synthesis)
fa+ha+maj	48
compound gates	137
simple gates	413
flops	155
xor+xnor	134
buf+inv	93
mux	33
==> Yosys cell counts (5+ instances only) <==
master / instances / area (sq um)
a31oi_1: 6 / 37.5
or3_1: 6 / 37.5
a21oi_1: 24 / 120
nor4_1: 22 / 138
xnor2_1: 81 / 709
dfrtp_1: 155 / 3880
and3_1: 19 / 119
nand4_1: 30 / 188
nand3_1: 57 / 285
nor2_1: 99 / 372
and4_1: 7 / 61.3
and2_1: 8 / 50.1
inv_1: 54 / 203
ha_1: 46 / 576
o211ai_1: 5 / 37.5
mux2i_1: 15 / 150
nand2b_1: 5 / 31.3
mux2_2: 14 / 158
nand2_1: 92 / 345
xor2_1: 53 / 464
o21ai_0: 37 / 185
nor2b_1: 13 / 81.3
a21o_1: 9 / 67.6
clkbuf_1: 21 / 78.8
nor4b_1: 8 / 70.1
nor3_1: 22 / 110
buf_2: 8 / 40.0
==> final timing paths <==
| path | cells after the start | start | to | slack (ns) |
|---|---|---|---|---|
| min in group asynchronous | 1 | cr | udiv.count1k[4]$_DFF_PN0_ | 2.05 |
| hold / removal | 1 | udiv.count1hz[4]$_DFF_PN0_ | udiv.count1hz[4]$_DFF_PN0_ | 0.47 |
| setup reg to reg | 7 | udiv.count1hz[2]$_DFF_PN0_ | udiv.count1hz[29]$_DFF_PN0_ | 9.66 |
| max in group asynchronous | 3 | cr | udiv.count1hz[6]$_DFF_PN0_ | 8.24 |
| setup / recovery | 16 | alarm_set_select[0] | seg[5] | 2.60 |
| hold reg to reg | 1 | udiv.count1hz[4]$_DFF_PN0_ | udiv.count1hz[4]$_DFF_PN0_ | 0.47 |
==> metal layers <==
layer | wire, um | up-vias | track usage [%]
met3 | 938 | 14 | 2.24
met5 | 0 | - | 0
met2 | 8700 | 101 | 19.3
li1 | - | 3587 | -
met4 | 210 | 0 | 1.23
met1 | 10000 | 3355 | 20.4
==> critical path, delay by kind of cell <==
kind	cells	cell delay (ns)
fa+ha+maj	3	0.91
buf+inv	6	1.55
simple gates	2	0.26
compound gates	5	1.86
Power is estimated from default activity; no workload was simulated.
